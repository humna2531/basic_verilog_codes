==> design.v <==
module controller (
  input wire [2:0] phase,
  input wire [2:0] opcode,
  input  wire      zero,
  output  reg      sel, rd, id_ir , inc_pc , halt , id_pc , data_c , id_ac , wr
);
  always @ (*) begin
    if (phase ==3'b000) begin
        sel=1;
        rd=0;
        id_ir=0;
        inc_pc=0;
        halt=0;
        id_pc=0;
        data_c= 0;
        id_ac=0;
        wr=0;
    end
    else begin
      if (phase==3'b001) begin
        sel=1;
        rd=1;
        id_ir=0;
        inc_pc=0;
        halt=0;
        id_pc=0;
        data_c=0;
        id_ac=0;
        wr=0;
      end
      else if (phase==3'b010) begin
        sel=1;
        rd=1;
        id_ir=1;
        inc_pc=0;
        halt=0;
        id_pc=0;
        data_c=0;
        id_ac=0;
        wr=0;  
      end
      else if (phase==3'b011) begin
        sel=1;
        rd=1;
        id_ir=1;
        inc_pc=0;
        halt=0;
        id_pc=0;
        data_c=0;
        id_ac=0;
        wr=0;
      end
      else if (phase==3'b100) begin
        sel=0;
        rd=0;
        id_ir=0;
        inc_pc=0;
        id_pc=0;
        data_c=0;
        id_ac=0;
        wr=0;
        if (opcode==3'b000)begin 
          halt=1;
        end
        else begin
          halt=0;
        end
      end
      else if (phase==3'b101) begin
        sel=0;
        id_ir=0;
        inc_pc=0;
        halt=0;
        id_pc=0;
        data_c=0;
        id_ac=0;
        wr=0;
        if (opcode==3'b010)begin
          rd=1;  
        end
        else begin
          if (opcode==3'b011) begin
            rd=1;
          end
          else if (opcode==3'b100) begin
            rd=1;
          end 
          else begin
            rd=0;
          end
        end
      end
      else if (phase==3'b110) begin
        sel=0;
        id_ir=0;
        halt=0;
        id_ac=0;
        wr=0;
        if (opcode==3'b010)begin
          rd=1;  
        end 
        else begin
          if (opcode==3'b011) begin
            rd=1;
          end 
          else if (opcode==3'b100) begin
            rd=1;
          end 
          else begin
            rd=0;
          end 
        end
        if (opcode==3'b101)begin
          inc_pc=1;  
        end
        else begin 
          inc_pc=0;
        end 
        if (opcode==3'b110)begin
          id_pc=1; 
        end 
        else  begin
          id_pc=0;
        end 
        if (opcode==3'b111)begin
          data_c=1; 
        end 
        else begin
          data_c=0;
        end
      end
      else if (phase==3'b111) begin
        sel=0;
        id_ir=0;
        inc_pc=0;
        halt=0;
        if (opcode==3'b010)begin
          rd=1;
        end
        else begin
          if (opcode==3'b011) begin
            rd=1;
          end 
          else if (opcode==3'b100) begin
            rd=1;
          end 
          else begin
            rd=0;
          end
        end
        if (opcode==3'b110)begin
          id_pc=1;
        end
        else begin
          id_pc=0;
        end 
        if (opcode==3'b111)begin
          data_c=1;
        end 
        else begin
          data_c=0;
        end 
        if (opcode==3'b010)begin
          id_ac=1;  
        end 
        else begin
          if (opcode==3'b011) begin
            id_ac=1;
          end 
          else if (opcode==3'b100) begin
            id_ac=1;
          end 
          else begin
            id_ac=0;
          end
        end
        if (opcode==3'b111)begin
          wr=1;
        end
        else begin
          wr=0;
        end
      end
    end
  end  
endmodule
==> run.sh <==
#!/bin/bash
# OpenROAD 26Q1-2900-gdf79404cd8, Yosys 0.63+post, stock flow scripts
make -C /OpenROAD-flow-scripts/flow DESIGN_CONFIG=/design/flow/config.mk WORK_HOME=/design/flow/orfs finish
==> config.mk <==
export PLATFORM = sky130hd
export DESIGN_NAME = controller
export DESIGN_NICKNAME = controller
export VERILOG_FILES = /design/flow/design.v
export SDC_FILE = /design/flow/constraint.sdc
export NUM_CORES = 4
export LEC_CHECK = 1
export CORE_AREA = 10 10 70 70
export DIE_AREA = 0 0 80 80
==> constraint.sdc <==
current_design controller

set clk_period 2.9
set clk_io_pct 0.2

create_clock -name clk0 -period $clk_period

set non_clock_inputs [all_inputs -no_clocks]
set_input_delay [expr $clk_period * $clk_io_pct] -clock clk0 $non_clock_inputs
set_output_delay [expr $clk_period * $clk_io_pct] -clock clk0 [all_outputs]
==> results.ini <==
[setup_path]
cp-start-kind = input port
crit_chain = dlygate4sd2_1 > or3b_1 > a31oi_1 > dlxtn_1 > clkdlybuf4s50_1
path_buffers = 2
critical-path-slowest-cell = clkdlybuf4s50_1
crit_type = in -> out
slowest_delay_ns = 0.45
critPathMaxFanout = 4
end_kind = primary output
crit_arrival_ns = 2.23
crit_family = buffers and inverters
crit_required_ns = 2.32

[place]
gp_congestion = 0.754
port_buffers = 15

[final_layout]
drive_gt1_frac = 0.102
fill_cells = 391
area_growth_pct = 92.3

[route]
drt-pass1-iter-count = 4
route.detailed.drc = 0
via_per_inst = 2.59
wire_per_inst_um = 6.18
drt-total-wl_um = 587
antenna_cells = 0
postRouteAntennaNets = 0
vias = 246
drt_iter0_drc = 21

[synthesis]
syn_area_um2 = 243
yosysWarnings = 1
yosys_area_um2 = 243
synth_area_per_cell_um2 = 9.34
ys_cells = 26
synthDistinctLibCells = 16
numSynthFlops = 9
syn_inst = 26

[floorplanning]
core.rowCount = 21
fp_util = 0.0711
pin_count = 16
die.size.y_um = 80
coreArea_um2 = 3420
dieArea_um2 = 6400
die_w_um = 80

[global_routing]
antenna_found_initial = 0
grt_pass1_wl_um = 959
met3_usage = 0.00341
use_met2 = 0.0305
grt_busiest_layer = met2
use_met1 = 0.0221
grt_pass1_vias = 207
globalRouteTotalUtil = 0.0172
grt_overflow = 0
grt_max_degree = 8

[timing]
final-hold-violation-count = 0
fin_crit_ns = 2.81
finalSetupTns_ns = 0
drv_slew = 0
finalSetupViolCount = 0
unclocked_regs = 9
rsz0062_at_grt = no
max_freq_ghz = 0.356
min_period_over_period = 0.968
untimed_endpoints = 9

[power_and_ir_drop]
irDropWorstVdd_uv = 11.5
power_mw = 0.0289
power.internal_mw = 0.0188
combPwrFrac = 0.714
p_seq_frac = 0.286
clockPowerShare = 0
leakagePower_nw = 0.197
netSwitchingFraction = 0.349
p_sw_mw = 0.0101
p_per_area_nw_per_um2 = 61.9

[status]
status = complete, no violations

[cts]
cts_hold_repair.buffers = 0

[job]
maxCapViolations = 0
warnings = 33

## Yosys cell counts (all sizes together)
master | count | area [um2]
and3 | 1 | 6.26
and4 | 1 | 8.76
nor3b | 2 | 15.0
nor2b | 1 | 6.26
nor3 | 1 | 10.0
or4 | 1 | 7.51
and2 | 1 | 6.26
a21oi | 1 | 5.00
dlxtn | 9 | 135
or3b | 1 | 8.76
inv | 1 | 3.75
nor2 | 1 | 3.75
conb | 1 | 3.75
a31oi | 1 | 6.26
nand3 | 2 | 10.0
nand2b | 1 | 6.26
## timing repair
action | 4_1_cts | 5_1_grt
setup endpoints to repair | 5 | 2
gates resized | 8 | 6
buffers inserted | 0 | 0
pin swaps | 3 | 1
## cells by family after synthesis
logic type / count (synthesis) / synth area share
compound gates: 2 / 0.0464
buf+inv: 1 / 0.0154
latches: 9 / 0.557
other cells: 1 / 0.0154
simple gates: 13 / 0.366
## worst max-delay path by stage
stage          from  endpoint  slack (ns)  cells past startpoint
4_1_cts    phase[0]      halt       0.009                      5
5_1_grt   opcode[0]        rd        0.02                      5
6_report  opcode[0]        rd        0.09                      5
## flip-flops by register name, summed over array words and instances (netlist names)
| name | flops |
|---|---|
| inc_pc | 1 |
| id_ir | 1 |
| wr | 1 |
| halt | 1 |
| id_ac | 1 |
| sel | 1 |
| id_pc | 1 |
| data_c | 1 |
| rd | 1 |
## final cells by class
class                   instances  area (um2)  share of cell area
repair buffers                 15         133               0.284
well taps                      46        57.6               0.123
inverters                       1        3.75             0.00804
flip-flops and latches          9         135               0.290
multi-input cells              24         138               0.295
## power by group through the flow
stage         Sequential (mW)  Combinational (mW)  Clock, mW
CTS                   0.00833              0.0217          0
global route          0.00856              0.0234          0
finish                0.00827              0.0206          0
## cell usage in the layout (no fill, tap or decap), drive strengths merged, types with 2 or more instances in the layout
cell type and n:
clkdlybuf4s50 9, nor3b 2, nand3 2, clkbuf 3, dlygate4sd2 2, conb 9, dlxtn 9
## metrics by stage
stage	std cells	instance area, um2	utilization	worst slack (ns)
after floorplan	34	273	-	0.802
after global placement	95	480	0.141	-0.225
after detailed placement	95	480	0.141	-0.230
after CTS	95	478	0.140	0.00881
after global routing	95	467	0.137	0.0224
final	95	467	0.137	0.0939
## per-layer routing
metal  up-vias  part of all wire
met5         -                 0
met4         0                 0
met3         0              0.13
met2         7              0.48
met1       110              0.39
li1        129                 -
Power and IR drop assume default switching activity.
