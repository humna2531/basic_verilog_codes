==> /design/flow/design.v <==
module generic_counter (
    input wire   clk,
    input wire   reset,
    input wire   enb,
    input wire   load,
    input  reg [4:0]    cnt_in,
    output reg [4:0]     cnt_out
);
   always @(posedge clk) begin
    if (reset) begin
        cnt_out= 5'b00000;
    end
    else begin
      if (enb<= 1'b1 && load<=1'b0) begin
          cnt_out <= 5'b00000;
      end
      else if (enb <= 1'b1 && load<= 1'b1) begin
          cnt_out <= cnt_in;
      end
    end  
   end
endmodule
==> /design/flow/run.sh <==
#!/bin/bash
# OpenROAD 26Q1-2900-gdf79404cd8, Yosys 0.63+post, stock flow scripts
make -C /OpenROAD-flow-scripts/flow DESIGN_CONFIG=/design/flow/config.mk WORK_HOME=/design/flow/orfs finish
==> /design/flow/config.mk <==
export PLATFORM = sky130hd
export DESIGN_NAME = generic_counter
export DESIGN_NICKNAME = generic_counter
export VERILOG_FILES = /design/flow/design.v
export SDC_FILE = /design/flow/constraint.sdc
export NUM_CORES = 4
export LEC_CHECK = 1
export CORE_AREA = 10 10 70 70
export DIE_AREA = 0 0 80 80
==> /design/flow/constraint.sdc <==
current_design generic_counter

set clk_period 1.0
set clk_io_pct 0.2

create_clock -name clk0 -period $clk_period [get_ports {clk}]

set non_clock_inputs [all_inputs -no_clocks]
set_input_delay [expr $clk_period * $clk_io_pct] -clock clk0 $non_clock_inputs
set_output_delay [expr $clk_period * $clk_io_pct] -clock clk0 [all_outputs]
==> CHANGELOG.md <==
### Changed

* Number of synthesis warnings at 1
* Via/cell ratio at 1.86
* Yosys stat area at 144 µm²
* Internal power at 395 µW
* Vias in the first global route at 162
* Drt first pass iters at 3
* Most numerous logic cell after layout: clkdlybuf4s50_1
* Pre-CTS setup slack at -22.6 ps
* I/O pin cnt at 14
* Post-route ant nets at 0
* Fin crit share at 95.8%
* Min-delay worst type: in -> reg
* Reg clk slew, reported paths at 40 ps
* CP Capture Type: output pin
* Worst setup SP type: flip-flop
* Outcome: complete, no violations
* OpenROAD warning count at 29
* Crit-path cells: dlygate4sd2_1
* Critical Path AT at 760 ps
* H-tree depth at 1
* Die footprint at 0.00640 mm²
* Root buffer cell: clkbuf_4
* FP Util at 4.21%
* Net Sw Frac at 17.7%
* Port bufs at 12
* Most numerous logic cells after layout: clkdlybuf4s50_1, and3b_1, dfxtp_1, dlygate4sd2_1, clkbuf_4
* Slowest cell on crit path: dfxtp_1
* Syn Inst Count at 10
* Total Power at 480 µW
* Deepest clock path buffer count at 2
* Register share after synthesis at 69.6%
* Initial DRC count at 2
* DIE HEIGHT at 80 µm
* Slew @ Worst Pin at 119 ps
* Crit path DRT at 800 ps
* Crit Path Max Fanout at 1
* Clock Power Share at 46.9%
* Maximum vdd drop at 0.216 mV
* Buffer and inverter count on the worst path at 1
* Area Overhead vs Synth at 137%
* Width of the die at 80 µm
* Cell family with most CP delay: flip-flops
* Largest register FFs at 5
* Total gr overflow at 0
* LEAKAGE at 0.000156 µW
* Via count at 134
* WP depth at 1
* Final worst-path setup slack at 42.0 ps
* Yosys cell count at 10
* Setup violators final at 0
* Reg with most FFs: cnt_out
* Diode count at 0
* CP max stage delay at 290 ps
* GRT Util Overall at 1.76%
* # rows at 21
* Worst Hold Launch: cnt_in[4]
* Slew Viols, Final at 0
* CTS tree: done
* First-pass GRT wire length at 765 µm
* Fmax at 1040 MHz
* Average size of a mapped cell at 14.4 µm²
* Netlist cell types at 2
* Flops out of synthesis at 5
* Pwr dens at 1410 mW/mm²
* Final hold slack at 576 ps
* Slew headroom at 92.0%
* Fillers at 410
* Placer Congestion at 0.578
* RSZ-0062 raised after global routing: no
* CTS buffer count at 3
* Sw Pwr at 84.8 µW
* WHS Path Cells at 2
* CTS Hold Bufs at 0
* Largest net degree at the start of global routing at 6
* Antenna violations before repair at 0
* Clk sinks at 5
* Logic pwr share at 9.4%
* Fin crit period at 958 ps
* Hold endpoint: cnt_out[4]$_SDFF_PP0_
* Core area at 0.00342 mm²
* Max-cap violations at 0
* Area of the mapped netlist at 144 µm²
* Sequential share of power at 43.7%
* Critical path type: reg -> out
* WL final at 560 µm
* # DRC at 0
* Top flop regs: cnt_out (5)
* Proportion of layout cells with a drive suffix above 1 at 11.5%
* Final Hold Fails at 0
* WL/cell at 7.78 µm
-- power groups by stage --
stage	Sequential, µW	Clock (µW)	Combinational, µW
after CTS	210	241	46.2
after global routing	210	249	49.6
final	210	225	45.2
-- worst max path at each step --
stage	from	end	slack, ps
CTS	cnt_out[3]$_SDFF_PP0_	cnt_out[3]	20
global route	cnt_out[0]$_SDFF_PP0_	cnt_out[0]	5
finish	cnt_out[2]$_SDFF_PP0_	cnt_out[2]	40
-- logic make-up after synthesis --
kind of cell / synth area share, %
and+or+nand+nor: 30.4
DFF: 69.6
-- layer usage --
metal,vias to the layer above,track usage [%],part of all wire [%]
li1,66,-,-
met1,58,0.804,23
met2,8,2.65,46
met3,2,2.95,29
met4,0,0.880,1.1
met5,-,0,0
-- synth_stat cells --
| library cell | instances | area [µm²] |
|---|---|---|
| and3b_1 | 5 | 43.8 |
| dfxtp_1 | 5 | 100 |
-- area by class of cell --
cell class,instances,area (µm²),area share (%)
clock buffer,4,26.3,7.69
multi-input combinational,5,43.8,12.8
sequential,5,100,29.3
timing repair buffer,12,114,33.3
tap,46,57.6,16.8
-- metrics by stage --
step	instances	setup TNS [ps]	area, µm²	utilization, %
4_1_cts	72	0	342	10.0
6_report	72	0	342	10.0
5_1_grt	72	0	342	10.0
3_5_place_dp	68	-87.0	322	9.41
3_3_place_gp	68	-40.4	322	9.41
2_1_floorplan	10	0	144	-
-- repair_timing --
item,CTS,global route
buffers inserted,0,0
resized,5,0
endpoints found under the setup margin,5,0
Power figures rest on the tool's default switching activity, not on a simulated workload.
